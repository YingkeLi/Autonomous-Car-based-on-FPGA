`/design/flow/run.sh`:
```
#!/bin/bash
# OpenROAD 26Q1-2900-gdf79404cd8, Yosys 0.63+post, stock flow scripts
make -C /OpenROAD-flow-scripts/flow DESIGN_CONFIG=/design/flow/config.mk WORK_HOME=/design/flow/orfs finish
```
`/design/flow/config.mk`:
```
export PLATFORM = sky130hd
export DESIGN_NAME = distance
export DESIGN_NICKNAME = distance
export VERILOG_FILES = /design/flow/design.v
export SDC_FILE = /design/flow/constraint.sdc
export NUM_CORES = 4
export LEC_CHECK = 1
export CORE_UTILIZATION = 30
export SYNTH_HDL_FRONTEND = slang
```
`/design/flow/constraint.sdc`:
```
current_design distance

set clk_period 4.5
set clk_io_pct 0.2

create_clock -name clk0 -period $clk_period [get_ports {CLK}]

set non_clock_inputs [all_inputs -no_clocks]
set_input_delay [expr $clk_period * $clk_io_pct] -clock clk0 $non_clock_inputs
set_output_delay [expr $clk_period * $clk_io_pct] -clock clk0 [all_outputs]
```
`/design/flow/design.v`:
```
module distance(CLK,EN,TRIG,ECHO,ULTRASOUND,DRIVER);
input CLK;                
input EN;                 
output reg TRIG;          
input ECHO;               
output reg ULTRASOUND;    
output reg [1:0] DRIVER;  
reg [24:0] count1;
reg [24:0] count2;
initial 
begin 
    count1<=0;
	 count2<=0;
	 ULTRASOUND<=0;
	 DRIVER<=1;
end
always @(posedge CLK)
begin
    if(EN==1)
	 begin 
	     TRIG<=0;
	 end
	 else if(EN==0)
	 begin
	     if(count1==0|count1==1)  
		  begin
		        TRIG<=1;
				  count1<=count1+1;
		  end
		  else if(count1==10000)         
		  begin 
		        TRIG<=0;
		        count1<=0;
		  end
		  else 
		  begin 
		        TRIG<=0;
				  count1<=count1+1;
		  end
	  end
end
always @(posedge CLK)
begin
    if(ECHO==1)
	 begin 
	     count2<=count2+1;
	 end
	 else
	 begin
	     if(count2!=0)
		  begin
		      if(count2<70) begin ULTRASOUND<=1; DRIVER<=3; end 
				else begin ULTRASOUND<=0; DRIVER<=1; end
				count2<=0;
		  end
	  end
end
endmodule
```
==> qor.json <==
{
  "netlist_top_cells_area": "sky130_fd_sc_hd__edfxtp_1 54%, sky130_fd_sc_hd__xnor2_1 7.1%, sky130_fd_sc_hd__nor2_1 3.6%, sky130_fd_sc_hd__nand2_1 3.3%, sky130_fd_sc_hd__nor4_1 3.3%",
  "numPortBuffers": 5,
  "ctsHoldBuffers": 0,
  "antenna_cells_inserted": 0,
  "global_route.usage.total": 0.110,
  "routed_wl_mm": 4.98,
  "grt.met1_usage": 0.191,
  "vias": 2016,
  "max_cap_violations": 0,
  "path_depth": 4,
  "post_drt_via_cell_ratio": 5.20,
  "dr.first_iter.drc_count": 113,
  "yosys.stat.chipArea_um2": 2830,
  "cts.sinks": 52,
  "die_x_um": 99.2,
  "rr_startpoint": "count2[20]$_SDFFCE_PN0P_",
  "postCtsSetupRepairBufs": 0,
  "seq_area_frac_synth": 0.547,
  "layout.cells.non_filler": 388,
  "place_hpwl_mm": 3.37,
  "cts_htree_levels": 2,
  "yosys_cell_count": 267,
  "globalplace.congestion": 0.841,
  "vdd_ir_drop_max_mv": 0.173,
  "drc": 0,
  "crit_chain": "clkdlybuf4s50_1 > inv_1 > nand2_1 > buf_4",
  "postLayoutCellArea_um2": 3110,
  "cts_tree": "built",
  "netlist_top_cells_count": "51 x sky130_fd_sc_hd__edfxtp_1, 27 x sky130_fd_sc_hd__nor2_1, 25 x sky130_fd_sc_hd__nand2_1",
  "critical_path.max_stage_delay_ns": 0.59,
  "r2r_end": "count2[3]$_SDFFCE_PN0P_",
  "critical-path-top-delay-family": "buffers and inverters",
  "slew_headroom": 0.498,
  "floorplan.initialDensity": 0.308,
  "yosysTopAreaCellShare": 0.540,
  "setup_repair_after_global_routing_missed_its_margin": "no",
  "ys_types": 32,
  "fin_crit_sh": 0.612,
  "timing.critical_path.buf_inv": 3,
  "worst_clock_skew_on_the_final_layout_ns": 0.0101,
  "die_h_um": 99.2,
  "holdCritPathClass": "reg -> reg",
  "synth_area_um2": 2830,
  "synth-async-reset-ratio": 0,
  "startpoint": "ECHO",
  "grt_util_met3": 0.0236,
  "final_hold_viol_count": 0,
  "post-route-worst-setup-slack_ns": 1.74,
  "placeableCoreArea_um2": 9200,
  "leakage_nw": 0.994,
  "slew_viol_final": 0,
  "root_buffer": "sky130_fd_sc_hd__clkbuf_8",
  "num_io_pins": 7,
  "mapped_avg_cell_area_um2": 10.6,
  "enable_flop_cells": 51,
  "ant_nets": 0,
  "postSynthRegisterBits": 52,
  "cellPowerDensity_nw_per_um2": 408,
  "drtPass1Iterations": 4,
  "timing.critical_path.from_type": "primary input",
  "cts_made_buffers": 5,
  "rows": 35,
  "timing.critical_path.fanout_max": 24,
  "ff_type": "sky130_fd_sc_hd__edfxtp_1",
  "worstMarginPinSlew_ns": 0.752,
  "cts.reportedPaths.clkPinSlew_ns": 0.10,
  "worst-r2r-cell-count": 4,
  "final.setup.tns_ns": 0,
  "cts_repair_resize_count": 0,
  "grt_antenna_before_repair": 0,
  "cp.required_ns": 4.55,
  "stage_log_warning_count": 28,
  "clk_path_buf_depth": 2,
  "max_freq_mhz": 363,
  "final_layout_size_suffix_gt1_frac": 0.0469,
  "top_cell": "sky130_fd_sc_hd__edfxtp_1",
  "grt_first_pass_wirelength_mm": 8.54,
  "post-place-cells": 380,
  "post-synth-top-area-cell": "sky130_fd_sc_hd__edfxtp_1",
  "routed_wire_length_per_instance_um": 12.8,
  "final-setup-viol-count": 0,
  "grt_busiest_layer": "met1",
  "areaGrowthSynthToFinish_pct": 9.67,
  "globalRoute.totalOverflow": 0,
  "clock.latency.late_pin_ns": 0.30,
  "synth_cells": 267,
  "final.min_clock_period_ns": 2.76,
  "rrSetupSlack_ns": 2.08,
  "setup.worst_path.class": "in -> reg",
  "status": "finished, final reports clean",
  "maximum_number_of_pins_on_one_net_before_global_route_repair": 26,
  "critPathCapture": "count2[3]$_SDFFCE_PN0P_",
  "global_route.usage.met2": 0.154,
  "design.die.area_um2": 9840,
  "dpl-instance-area_um2": 3020,
  "yosysWarningCount": 0,
  "dpl_worst_slack_ns": 1.44,
  "grt_pass1_vias": 1754,
  "worst_ep_arrival_time_ns": 2.80,
  "setup.worst_path.end_class": "register",
  "cp_slowest_cell": "sky130_fd_sc_hd__inv_1"
}
placed cells by master, fill, tap and decap left out, types with 3 or more instances in the layout:
master / netlist / final
sky130_fd_sc_hd__edfxtp_1: 51 / 51
sky130_fd_sc_hd__or4_1: 11 / 11
sky130_fd_sc_hd__o31ai_1: 7 / 7
sky130_fd_sc_hd__nor3_1: 9 / 9
sky130_fd_sc_hd__nand2_1: 25 / 25
sky130_fd_sc_hd__nor2_1: 27 / 27
sky130_fd_sc_hd__xor2_1: 9 / 9
sky130_fd_sc_hd__inv_1: 10 / 10
sky130_fd_sc_hd__or3_1: 6 / 6
sky130_fd_sc_hd__nand3_1: 15 / 15
sky130_fd_sc_hd__clkdlybuf4s50_1: 0 / 5
sky130_fd_sc_hd__clkbuf_8: 0 / 5
sky130_fd_sc_hd__o21ai_0: 5 / 5
sky130_fd_sc_hd__nor4_1: 15 / 15
sky130_fd_sc_hd__xnor2_1: 23 / 23
sky130_fd_sc_hd__a21oi_1: 12 / 12
sky130_fd_sc_hd__ha_1: 5 / 5
sky130_fd_sc_hd__nand4_1: 13 / 13
sky130_fd_sc_hd__and3_1: 4 / 4
sky130_fd_sc_hd__and4_1: 3 / 3
sky130_fd_sc_hd__buf_4: 2 / 4
sequential cells by signal (all words and copies together) (netlist names):
register  cells
count1       25
count2       25
DRIVER        1
TRIG          1
worst reg2reg max path, delay by kind of cell (launching register included):
family	cells	cell delay [ns]
flip-flops	1	0.47
buffers and inverters	1	0.36
AND/OR/NAND/NOR	3	1.35
layer usage:
| metal | routed length (um) | vias to the layer above | share of wire |
|---|---|---|---|
| met5 | 0 | - | 0 |
| met4 | 36 | 0 | 0.0072 |
| met3 | 214 | 2 | 0.043 |
| met2 | 2210 | 43 | 0.44 |
| met1 | 2530 | 946 | 0.51 |
| li1 | - | 1025 | - |
per-stage QoR:
stage / utilization / hold slack, ns / total power [mW]
final: 0.338 / 0.606 / 1.27
after global routing: 0.338 / 0.625 / 1.35
after CTS: 0.338 / 0.614 / 1.28
after detailed placement: 0.328 / 0.587 / 1.01
after global placement: 0.328 / 0.586 / 1.00
after floorplan: - / 0.551 / 0.920
final cells by class:
type                            count  area (um^2)
Fill cell                         909         6090
Clock inverter                      3         22.5
Multi-Input combinational cell    198         1210
Tap cell                          111          139
Timing Repair Buffer                9         80.1
Clock buffer                        5         68.8
Inverter                           10         37.5
Sequential cell                    52         1550
worst min path at each step:
stage / startpoint / endpoint / slack, ns / depth (start not counted)
after CTS: count1[24]$_DFFE_PN_ / count1[24]$_DFFE_PN_ / 0.61 / 1
final: count1[24]$_DFFE_PN_ / count1[24]$_DFFE_PN_ / 0.61 / 1
after global routing: count1[24]$_DFFE_PN_ / count1[24]$_DFFE_PN_ / 0.62 / 1
cell families (layout without fill, tap and decap cells):
group / Yosys count / count (layout) / synth area share
DFF: 52 / 52 / 0.547
other: 1 / 1 / 0.00132
xor gates and xnor gates: 32 / 32 / 0.0989
buffers and inverters: 17 / 27 / 0.0260
and+or+nand+nor: 131 / 131 / 0.242
adders and majority gates: 5 / 5 / 0.0221
AOI/OAI and AO/OA: 29 / 29 / 0.0627
power breakdown:
group / total [mW] / internal [mW] / switching [mW]
Sequential: 0.765 / 0.656 / 0.109
Combinational: 0.232 / 0.105 / 0.127
Clock: 0.272 / 0.112 / 0.160
Total: 1.27 / 0.872 / 0.396
No activity file was given, so power comes from the tool's default toggle rates.
