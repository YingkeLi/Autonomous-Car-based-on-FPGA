### design/flow/run.sh
#!/bin/bash
# OpenROAD 26Q1-2900-gdf79404cd8, Yosys 0.63+post, stock flow scripts
make -C /OpenROAD-flow-scripts/flow DESIGN_CONFIG=/design/flow/config.mk WORK_HOME=/design/flow/orfs finish
### design/flow/config.mk
export PLATFORM = sky130hd
export DESIGN_NAME = driver
export DESIGN_NICKNAME = driver
export VERILOG_FILES = /design/flow/design.v
export SDC_FILE = /design/flow/constraint.sdc
export NUM_CORES = 4
export LEC_CHECK = 1
export CORE_UTILIZATION = 40
export SYNTH_HDL_FRONTEND = slang
### design/flow/constraint.sdc
current_design driver

set clk_period 5.7
set clk_io_pct 0.2

create_clock -name clk0 -period $clk_period [get_ports {CLK1}]
create_clock -name clk1 -period $clk_period [get_ports {CLK2}]

set non_clock_inputs [all_inputs -no_clocks]
set_input_delay [expr $clk_period * $clk_io_pct] -clock clk0 $non_clock_inputs
set_output_delay [expr $clk_period * $clk_io_pct] -clock clk0 [all_outputs]
### design/flow/design.v
module driver(CLK1,CLK2,MODE,DRIVER1,DRIVER2,DRIVER3,MOTOR,STEER);
input CLK1;                   
input CLK2;                   
input [1:0]MODE;              
input [1:0]DRIVER1;           
input [1:0]DRIVER2;           
input [1:0]DRIVER3;           
output reg MOTOR;             
output reg STEER;             
reg [24:0] pwm1,pwm2;
reg [24:0] count1,count2;
initial 
begin 
    count1<=0;
	 count2<=0;
end
always @(posedge CLK1)
begin
    if(MODE==2'b00)      
	 begin 
	     case(DRIVER1)
		  2'b00:begin pwm1<=0; pwm2<=91; end
		  2'b01:begin pwm1<=300; pwm2<=91; end
		  2'b10:begin pwm1<=300; pwm2<=116; end
		  2'b11:begin pwm1<=300; pwm2<=70; end
		  endcase
	 end
	 else if(MODE==2'b01)
	 begin
	      case(DRIVER2)
		  2'b00:begin pwm1<=0; pwm2<=91; end
		  2'b01:begin pwm1<=270; pwm2<=91; end
		  2'b10:begin pwm1<=270; pwm2<=110; end
		  2'b11:begin pwm1<=270; pwm2<=75; end
		  endcase
	 end
	 else if(MODE==2'b10)
	 begin
	      case(DRIVER3)
		  2'b00:begin pwm1<=0; pwm2<=91; end
		  2'b01:begin pwm1<=350; pwm2<=91; end
		  2'b10:begin pwm1<=350; pwm2<=116; end
		  2'b11:begin pwm1<=350; pwm2<=70; end
		  endcase
	 end
	 else
	 begin
	 pwm1<=0; pwm2<=91;
	 end
end
always @(posedge CLK2)
begin
     if(count1==1000) count1<=0;
	  else if(count1<pwm1) 
	       begin 
			     MOTOR<=1;
				  count1<=count1+1;
			 end
	  else
	       begin
			     MOTOR<=0;
				  count1<=count1+1;
			 end
	  if(count2==1000) count2<=0;
	  else if(count2<pwm2) 
	       begin 
			     STEER<=1;
				  count2<=count2+1;
			 end
	  else
	       begin
			     STEER<=0;
				  count2<=count2+1;
			 end
end
endmodule
==> qor.csv <==
metric,value,unit
outcome,"complete, no violations",
Pre-Place Util,0.415,
P&R area growth vs syn,12.4,%
Die H,86.0,µm
diodes inserted,0,
Final Instance Area,0.00317,mm²
Routed WL,4.43,mm
WP data required,5810,ps
die width,86.0,µm
Yosys warning total,0,
Log Warnings,28,
Final Hold Viols,0,
number of enable flip-flop cells,2,
# rows,30,
wire per inst,10.8,µm
I/O pins,12,
max_slew headroom,0.628,
top-area cell type share of the netlist area,0.426,
cell-internal power,0.588,mW
Yosys reg bits,62,
1st-pass router iterations,4,
CTS tree,done,
Fin Setup TNS,0,ps
pre-CTS setup slack,3160,ps
placed cell areas,0.00304,mm²
Buf/Inv on CP,1,
Synth Seq Share,0.447,
"Critical Path, Cell by Cell","clkdlybuf4s50_1, nor2b_1, o21a_1, nand2b_1, or2_2",
CP max-delay cell,clkdlybuf4s50_1,
first-pass GRT wire length,8.11,mm
clock-pin slew on the worst setup and hold paths,90,ps
final core utilization,0.467,
Worst-Margin Slew,555,ps
Critical Path End Type,flip-flop,
RSZ-0062 raised after global routing,no,
cts-stage hold buffer count,0,
worst path arrival time,2430,ps
CP top delay family,simple AND/OR/NAND/NOR gates,
ys cells,293,
"Slew Viols, Final",0,
combinational group share of total power,0.030,
GPL Wtd Cong,0.810,
distinct lib cells,40,
Global Route Usage Sum,0.138,
Post-CTS Setup Bufs,0,
Fin Clk Skew,11.9,ps
synthesized area,0.00282,mm²
Mean Syn Cell Area,9.63,µm²
cell type with the largest total area,dfxtp_1,
switching portion of total power,0.211,
I/O Buffers,10,
Via Count,1938,
DIE AREA,0.00739,mm²
total gr overflow,0,
pwr/cell area,235,mW/mm²
CP Launch Type,input pin,
P_leak,1.14,nW
dominant logic cell type in the layout,dfxtp_1,
asr flop ratio synth,0,
DP Cell Count,398,
final hold slack,467,ps
Sequential Power Share,0.592,
most frequent cells in the layout,"dfxtp_1, xnor2_1, nor2_1",
Cells after Synth,293,
worst-path fanout max,7,
Setup CP Type,in2reg,
yosys stat chip area,0.00282,mm²
Layout Cells excl Fill,409,
worst hold-check path type,reg2reg,
Max stage delay on crit path,520,ps
total clock sinks,62,
Resized cells post-CTS,0,
core area,0.00679,mm²
antenna-violating nets left,0,
vias in the first global route,1830,
Main synth FF type,dfxtp_1,
Net Sw Power,0.158,mW
Max-cap violations,0,
detailed-placement wirelength estimate,3.22,mm
layout cells sized above 1,0.0735,
setup ws final,3380,ps
Top cells by area,"dfxtp_1, xnor2_1, ha_1, nor2_1, nand3_1",
Clk pwr share,0.378,
pin count of the biggest net entering global routing,19,
via-per-instance ratio,4.74,
initial antenna violation count,0,
drt initial violations,62,
total power,0.746,mW
Residual DRC,0,
Peak supply drop,0.000110,V
# setup viols final,0,
==> final cells by class <==
cell class / instances / area, µm²
Fill cell: 641 / 3620
Multi-Input combinational cell: 208 / 1470
Sequential cell: 62 / 1260
Tap cell: 96 / 120
Clock buffer: 8 / 110
Timing Repair Buffer: 10 / 100
Inverter: 22 / 82.6
Clock inverter: 3 / 23.8
==> layer usage <==
| layer | GRT usage | routed length, µm |
|---|---|---|
| met5 | 0 | 0 |
| met4 | 0.0197 | 52 |
| met3 | 0.0313 | 113 |
| met2 | 0.205 | 1860 |
| met1 | 0.216 | 2410 |
==> worst paths after layout <==
path	start	end	slack [ps]	depth (start not counted)
setup / recovery	MODE[1]	pwm1[3]$_DFF_P_	3380	5
hold / removal	count1[24]$_SDFF_PN0_	count1[24]$_SDFF_PN0_	470	1
setup reg to reg	count1[13]$_SDFF_PN0_	MOTOR$_DFFE_PP_	3770	4
hold reg to reg	count1[24]$_SDFF_PN0_	count1[24]$_SDFF_PN0_	470	1
max in group clk1	count1[13]$_SDFF_PN0_	MOTOR$_DFFE_PP_	3770	4
min in group clk0	DRIVER3[0]	pwm2[4]$_DFF_P_	1570	2
==> power groups by stage <==
stage | registers [mW] | clock network, mW | logic, mW
5_1_grt | 0.442 | 0.317 | 0.0255
6_report | 0.442 | 0.282 | 0.0223
4_1_cts | 0.442 | 0.295 | 0.0223
==> cells by family (layout without fill, tap and decap cells) <==
logic type                 count (synthesis)  after routing  synth area share
AOI/OAI and AO/OA                         15             15            0.0381
buffers and inverters                     23             43            0.0306
adders and majority gates                 15             15            0.0665
xor gates and xnor gates                  46             46             0.143
and+or+nand+nor                          131            131             0.271
muxes                                      1              1           0.00355
DFF                                       62             62             0.447
==> state kept, by name, summed over array words and instances (netlist names) <==
| signal | cells |
|---|---|
| pwm1 | 4 |
| count2 | 25 |
| pwm2 | 6 |
| count1 | 25 |
| STEER | 1 |
| MOTOR | 1 |
==> Yosys cell counts (3+ instances only) <==
master,instances
and3_1,5
and4_1,5
dfxtp_1,60
ha_1,15
inv_1,22
nand2_1,14
nand2b_1,4
nand3_1,20
nand4_1,13
nor2_1,32
nor2b_1,4
nor3_1,10
nor4_1,7
nor4_4,3
or2_2,4
xnor2_1,39
xor2_1,7
No activity file was given, so power comes from the tool's default toggle rates.
